==> /design/flow/design.v <==
module uart_recv(
    input			  sys_clk,                   
    input             sys_rst_n,                 
    input             uart_rxd,                  
    output  reg [7:0] uart_data                  
    );
parameter  CLK_FREQ = 50000000;                  
parameter  UART_BPS = 9600;                      
localparam BPS_CNT  = CLK_FREQ/UART_BPS;         
reg        uart_rxd_d0;
reg        uart_rxd_d1;
reg [15:0] clk_cnt;                              
reg [ 3:0] rx_cnt;                               
reg        rx_flag;                              
reg [ 7:0] rxdata;                               
wire       start_flag;
assign  start_flag = uart_rxd_d1 & (~uart_rxd_d0);    
always @(posedge sys_clk or negedge sys_rst_n) begin 
    if (!sys_rst_n) begin 
        uart_rxd_d0 <= 1'b0;
        uart_rxd_d1 <= 1'b0;          
    end
    else begin
        uart_rxd_d0  <= uart_rxd;                   
        uart_rxd_d1  <= uart_rxd_d0;
    end   
end
always @(posedge sys_clk or negedge sys_rst_n) begin         
    if (!sys_rst_n)                                  
        rx_flag <= 1'b0;
    else begin
        if(start_flag)                           
            rx_flag <= 1'b1;                     
        else if((rx_cnt == 4'd9)&&(clk_cnt == BPS_CNT/2))
            rx_flag <= 1'b0;                     
        else
            rx_flag <= rx_flag;
    end
end
always @(posedge sys_clk or negedge sys_rst_n) begin         
    if (!sys_rst_n) begin                             
        clk_cnt <= 16'd0;                                  
        rx_cnt  <= 4'd0;
    end                                                      
    else if ( rx_flag ) begin                    
            if (clk_cnt < BPS_CNT - 1) begin
                clk_cnt <= clk_cnt + 1'b1;
                rx_cnt  <= rx_cnt;
            end
            else begin
                clk_cnt <= 16'd0;                
                rx_cnt  <= rx_cnt + 1'b1;        
            end
        end
        else begin                               
            clk_cnt <= 16'd0;
            rx_cnt  <= 4'd0;
        end
end
always @(posedge sys_clk or negedge sys_rst_n) begin 
    if ( !sys_rst_n)  
        rxdata <= 8'd0;                                     
    else if(rx_flag)                             
        if (clk_cnt == BPS_CNT/2) begin          
            case ( rx_cnt )
             4'd1 : rxdata[0] <= uart_rxd_d1;    
             4'd2 : rxdata[1] <= uart_rxd_d1;
             4'd3 : rxdata[2] <= uart_rxd_d1;
             4'd4 : rxdata[3] <= uart_rxd_d1;
             4'd5 : rxdata[4] <= uart_rxd_d1;
             4'd6 : rxdata[5] <= uart_rxd_d1;
             4'd7 : rxdata[6] <= uart_rxd_d1;
             4'd8 : rxdata[7] <= uart_rxd_d1;    
             default:;
            endcase
        end
        else 
            rxdata <= rxdata;
    else
        rxdata <= 8'd0;
end
always @(posedge sys_clk or negedge sys_rst_n) begin        
    if (!sys_rst_n) begin
        uart_data <= 8'd0;                               
    end
    else if(rx_cnt == 4'd9) begin                
        uart_data <= rxdata;                     
    end
    else begin
        uart_data <= uart_data;                                                     
    end    
end
endmodule	
==> /design/flow/run.sh <==
#!/bin/bash
# OpenROAD 26Q1-2900-gdf79404cd8, Yosys 0.63+post, stock flow scripts
make -C /OpenROAD-flow-scripts/flow DESIGN_CONFIG=/design/flow/config.mk WORK_HOME=/design/flow/orfs finish
==> /design/flow/config.mk <==
export PLATFORM = sky130hd
export DESIGN_NAME = uart_recv
export DESIGN_NICKNAME = uart_recv
export VERILOG_FILES = /design/flow/design.v
export SDC_FILE = /design/flow/constraint.sdc
export NUM_CORES = 4
export LEC_CHECK = 1
export CORE_AREA = 10 10 108 108
export DIE_AREA = 0 0 118 118
==> /design/flow/constraint.sdc <==
current_design uart_recv

set clk_period 3.0
set clk_io_pct 0.2

create_clock -name clk0 -period $clk_period [get_ports {sys_clk}]

set non_clock_inputs [all_inputs -no_clocks]
set_input_delay [expr $clk_period * $clk_io_pct] -clock clk0 $non_clock_inputs
set_output_delay [expr $clk_period * $clk_io_pct] -clock clk0 [all_outputs]
==> summary.txt <==
Yosys reg bits = 39
Clk_skew = 0.00506 ns
Post-DR wirelength/cell = 10.5 um
Most numerous logic cell after layout = dfrtp_1
Cells after synthesis = 173
TritonCTS clock tree = yes
Largest net degree at the start of global routing = 21
RSZ-0062 raised after global routing = false
Initial antenna violation count = 0
Design area = 2250 um^2
Synth cell types = 44
Cell total in the yosys stat output = 173
Area leader share = 50.5%
First-pass GRT wire length = 6060 um
Via count = 1230
Post-synthesis sequential area ratio = 50.5%
Worst slack, placed = 1.10 ns
DP HPWL = 2480 um
Fillers = 996
Final Max Slew Viols = 0
Detailed Route WL = 3310 um
Post-Route Setup TNS = 0 ns
Largest area contributor in the netlist = dfrtp_1
Hold Violations, Final = 0
Number of global-route vias before repair = 1229
Fp util = 20.8%
Synth warn = 1
Final setup violating endpoints = 0
# clock sinks = 39
Clk buf depth = 2
Slew margin rel. = 63.4%
Layout cell share with drive strength beyond 1 = 13.4%
Overflow after GRT = 0
Fin crit share = 63.7%
CTS root buf = clkbuf_8
Post-synth EDFFs = 0
Placed cell areas = 2150 um^2
N_diodes = 0
Aggregate global-route resource usage = 4.93%
FF-to-FF path depth = 6
Inserted Clock Buffers = 5
RR Endpoint = rxdata[0]
Worst-Margin Slew = 0.549 ns
Largest stage delay on the critical path = 0.42 ns
Clk latency late pin = 0.28 ns
Hold Crit Class = in -> async
FA/HA/MAJ Cells, Area Fraction = 3.88%
Simple-Gate Fraction of Synth Area = 20.2%
First-iteration detailed-routing DRC count = 38
Core Region = 9280 um^2
IO Port Bufs = 10
WS Path Type = reg -> reg
XOR Share, Synth = 4.08%
H-tree levels = 2
PwrDens = 527 nW/um^2
Io pins = 11
Most frequent logic cells in the routed design = 39 x dfrtp_1, 22 x nand2_1, 13 x nor2_1
Routed Antenna Nets = 0
Post-CTS Hold Buffers = 0
Synth mux share = 8.28%
OpenROAD warning count = 29
Ys flop type = dfrtp_1
Post-CTS Setup Repair Bufs = 0
Status = finished, final reports clean
Drt drc = 0
Drt pass-1 iters = 4
Cts repair resizes = 0
Hold slack = 0.242 ns
Max Fclk = 524 MHz
MaxCap Viol Count = 0
Reg-to-reg startpoint = clk_cnt[0]
R2R setup slack = 1.09 ns
Clock Pin Slew Worst Setup and Hold Paths = 0.07 ns
CP Capture Type = register
Post-synthesis async set-or-reset flop share = 100%
Tmin final = 1.91 ns
Worst setup SP type = register
Die Span X = 118 um
VDD IR-drop max = 0.000411 V
Die area = 13900 um^2
Synth area leaders = dfrtp_1 50%, mux2_2 4.7%, nand2_1 4.3%, ha_1 3.9%, mux2i_1 3.6%
Placer Congestion = 0.839
CP max FO = 11
Worst Path Required = 3.21 ns
Layout area overhead = 16.3%
Leak = 0.936 nW
CP max-delay cell = dfrtp_1
Critical Path AT = 2.12 ns
Largest logic family = simple AND/OR/NAND/NOR gates
Syn_area_per_cell = 11.2 um^2
Die Ht = 118 um
YS chip area = 1930 um^2
Fin util = 24.2%
Final worst setup slack = 1.09 ns
Worst-path cell chain = inv_1 > ha_1 > and4b_1 > nand4_1 > nor3b_1 > mux2i_1
Rows = 35
Yosys aoi share = 8.67%
Via/cell ratio = 3.89
Cell Area, Synth = 1930 um^2
## metal layers
metal	global-route usage, %	vias up	wire (um)
met3	0.729	4	69
met2	7.34	12	1420
met1	7.54	583	1760
li1	-	631	-
met4	0.696	0	53
met5	0	-	0
## flip-flops by register name (all words and copies together) (netlist names)
register / flops
clk_cnt: 16
rxdata: 8
rx_flag: 1
rx_cnt: 4
uart_data: 8
uart_rxd_d1: 1
uart_rxd_d0: 1
## report_power, final
| group | internal [mW] | switching (mW) |
|---|---|---|
| clock | 0.210 | 0.167 |
| sequential | 0.559 | 0.0454 |
| combinational | 0.0922 | 0.112 |
| total | 0.860 | 0.324 |
## per-stage QoR
stage	std cells	power, mW
floorplan	175	0.766
global placement	308	0.819
detailed placement	308	0.820
CTS	316	1.20
global route	316	1.26
finish	316	1.18
## cell usage after synthesis, types with 5 or more instances
library cell  instances
o211ai_1              5
dfrtp_1              39
nor2_1               13
mux2i_1               7
ha_1                  6
mux2_2                8
inv_1                 7
nand2_1              22
xnor2_1               5
## critical path, delay by kind of cell (launching register included)
family | cells | cell delay [ns]
adders and majority gates | 1 | 0.14
buffers and inverters | 1 | 0.09
muxes | 1 | 0.21
DFF | 1 | 0.42
and+or+nand+nor | 3 | 0.99
## worst max-delay path by stage
stage	end	from	cells after the start
4_1_cts	rxdata[0]	clk_cnt[0]	6
5_1_grt	rxdata[0]	clk_cnt[0]	6
6_report	rxdata[0]	clk_cnt[0]	6
## logic make-up (layout without fill, tap and decap cells)
logic type / after synthesis / in the layout
adder cells (fa/ha/maj): 6 / 6
multiplexers: 15 / 15
flip-flops: 39 / 39
XOR/XNOR: 9 / 9
AND-OR/OR-AND: 23 / 23
buffers and inverters: 14 / 26
other: 1 / 3
AND/OR/NAND/NOR: 66 / 66
## cell type report
| class | instances | area, um^2 | share of cell area, % |
|---|---|---|---|
| Clock buffer | 8 | 100 | 4.45 |
| Inverter | 7 | 26.3 | 1.17 |
| Multi-Input combinational cell | 122 | 883 | 39.3 |
| Sequential cell | 39 | 976 | 43.4 |
| Tap cell | 129 | 161 | 7.17 |
| Timing Repair Buffer | 11 | 103 | 4.56 |
No activity file was given, so power comes from the tool's default toggle rates.
