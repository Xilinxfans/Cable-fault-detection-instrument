**design.v**
```verilog
module uart_send(
    input	      sys_clk,                   
    input         sys_rst_n,                 
    input  [7:0]  uart_din,                  
	output  reg  [8:0]    ram_addr,  		   
    output  reg   uart_txd ,                 
	output  reg   ram_rd_clk
    );
parameter  CLK_FREQ = 50000000;              
parameter  UART_BPS = 115200;                  
localparam  BPS_CNT  = CLK_FREQ/UART_BPS;     
reg        uart_en   ;
reg        uart_en_d0; 
reg        uart_en_d1;  
reg [15:0] clk_cnt;                          
reg [ 3:0] tx_cnt;                           
reg        tx_flag;                          
reg [ 7:0] tx_data;                          
wire       en_flag;
parameter  UART_ADJ = 14'd4340;   
reg    [15:0]    uart_cnt  ;   
always @(posedge sys_clk or negedge sys_rst_n) begin
    if(sys_rst_n == 1'b0) begin
        uart_cnt <= 14'd0;
		  ram_rd_clk <= 1'd0;
		  uart_en <= 1'b0;
	end
	else begin
		  if(uart_cnt <= UART_ADJ/2) begin   
				ram_rd_clk <= 1'b1;
				uart_cnt <= uart_cnt + 1'b1;
				uart_en  <= 1'b0;
		  end
		  else if((uart_cnt > UART_ADJ/2)&&(uart_cnt < UART_ADJ)) begin
				ram_rd_clk <= 1'b0;
				uart_cnt <= uart_cnt + 8'b1;
				uart_en <= 1'b1;
		  end
		  else begin
				ram_rd_clk <= 1'b0;
				uart_cnt <= 8'b0;
				uart_en <= 1'b1;
			end
	 end
end
always @(posedge ram_rd_clk or negedge sys_rst_n) begin
    if(sys_rst_n == 1'b0)
        ram_addr <= 9'd0;
	 else begin
		  if(ram_addr < 9'd511)
		  ram_addr <= ram_addr + 1'd1;		 
	 else if(ram_addr == 9'd511)
		  ram_addr <= ram_addr;
	 end
end
assign en_flag = (~uart_en_d1) & uart_en_d0;
always @(posedge sys_clk or negedge sys_rst_n) begin         
    if (!sys_rst_n) begin
        uart_en_d0 <= 1'b0;
        uart_en_d1 <= 1'b0;
    end
    else begin
        uart_en_d0 <= uart_en;                               
        uart_en_d1 <= uart_en_d0;                            
    end
end
always @(posedge sys_clk or negedge sys_rst_n) begin         
    if (!sys_rst_n) begin                                  
        tx_flag <= 1'b0;
        tx_data <= 8'd0;
    end 
    else if (en_flag) begin            		 
            tx_flag <= 1'b1;                 
            tx_data <= uart_din;             
        end
        else 
        if ((tx_cnt == 4'd9)&&(clk_cnt == BPS_CNT/2))
        begin                                
            tx_flag <= 1'b0;                 
            tx_data <= 8'd0;
        end
        else begin
            tx_flag <= tx_flag;
            tx_data <= tx_data;
        end 
end
always @(posedge sys_clk or negedge sys_rst_n) begin         
    if (!sys_rst_n) begin                             
        clk_cnt <= 16'd0;                                  
        tx_cnt  <= 4'd0;
    end                                                      
    else if (tx_flag) begin                  
        if (clk_cnt < BPS_CNT - 1) begin
            clk_cnt <= clk_cnt + 1'b1;
            tx_cnt  <= tx_cnt;
        end
        else begin
            clk_cnt <= 16'd0;                
            tx_cnt  <= tx_cnt + 1'b1;        
        end
    end
    else begin                               
        clk_cnt <= 16'd0;
        tx_cnt  <= 4'd0;
    end
end
always @(posedge sys_clk or negedge sys_rst_n) begin        
    if (!sys_rst_n)  
        uart_txd <= 1'b1;        
    else if (tx_flag)
        case(tx_cnt)
				4'd0: uart_txd <= 1'b0;
            4'd1: uart_txd <= tx_data[0];    
            4'd2: uart_txd <= tx_data[1];
            4'd3: uart_txd <= tx_data[2];
            4'd4: uart_txd <= tx_data[3];
            4'd5: uart_txd <= tx_data[4];
            4'd6: uart_txd <= tx_data[5];
            4'd7: uart_txd <= tx_data[6];
            4'd8: uart_txd <= tx_data[7];    
				4'd9: uart_txd <= 1'b1;
            default: ;
        endcase
    else 
        uart_txd <= 1'b1;                    
end
endmodule	
```
**run.sh**
```bash
#!/bin/bash
# OpenROAD 26Q1-2900-gdf79404cd8, Yosys 0.63+post, stock flow scripts
make -C /OpenROAD-flow-scripts/flow DESIGN_CONFIG=/design/flow/config.mk WORK_HOME=/design/flow/orfs finish
```
**config.mk**
```make
export PLATFORM = sky130hd
export DESIGN_NAME = uart_send
export DESIGN_NICKNAME = uart_send
export VERILOG_FILES = /design/flow/design.v
export SDC_FILE = /design/flow/constraint.sdc
export NUM_CORES = 4
export LEC_CHECK = 1
export CORE_UTILIZATION = 40
```
**constraint.sdc**
```tcl
current_design uart_send

set clk_period 4.0
set clk_io_pct 0.2

create_clock -name clk0 -period $clk_period [get_ports {sys_clk}]

set non_clock_inputs [all_inputs -no_clocks]
set_input_delay [expr $clk_period * $clk_io_pct] -clock clk0 $non_clock_inputs
set_output_delay [expr $clk_period * $clk_io_pct] -clock clk0 [all_outputs]
```
==> impl_metrics.json <==
{
  "numSynthFlops": 59,
  "cts-root-buf": "clkbuf_8",
  "grt-ovfl-total": 0,
  "start_kind": "register",
  "htree_levels": 2,
  "io_buffers": 20,
  "setup-violations-final": 0,
  "synthTopCellsByArea": "dfrtp_1, xnor2_1, ha_1",
  "yosys_warnings": 1,
  "drt-total-wl_mm": 4.24,
  "viasPerCell": 5.10,
  "period_minus_slack_ps": 2100,
  "die_w_um": 82.2,
  "drv_cap": 0,
  "post-cts-setup-buffer-count": 0,
  "finalCritPeriodShare_pct": 52.6,
  "chipArea_um2": 6750,
  "ys_async_sr_fraction_pct": 100,
  "drive_gt1_share_pct": 4.87,
  "fillers": 535,
  "utilization_pct": 49.4,
  "antenna_found_initial": 0,
  "leakagePower_uw": 0.00128,
  "end_kind": "primary output",
  "instances_no_fill": 342,
  "cp_num_buf_inv": 1,
  "drt-pass1-iter-count": 5,
  "ios": 21,
  "worst_slack_ps": 1900,
  "design_area_um2": 2990,
  "clk_latency_ps": 300,
  "cts_tree": "done",
  "worst-path-max-fanout": 10,
  "grt_pass1_wl_mm": 7.49,
  "synth_cells": 234,
  "ctsResizeCount": 0,
  "warnings": 31,
  "synthFlopType": "dfrtp_1",
  "critical_path_required_ps": 3200,
  "maxSlewHeadroom_pct": 52.6,
  "unclocked_pins": 9,
  "ys_seq_share_pct": 57.5,
  "n_antenna_cell": 0,
  "syn2layout_area_growth_pct": 16.4,
  "drc_errors": 0,
  "cp.arrival_ps": 1300,
  "place_area_um2": 2880,
  "path_cells": "clkdlybuf4s50_1",
  "path_class": "register to primary output",
  "yosys-stat-cells": 234,
  "edf_count": 0,
  "gp_congestion": 0.825,
  "grt_pass1_vias": 1673,
  "drv_slew": 0,
  "grtUsageTotal_pct": 14.7,
  "status": "finished clean",
  "vias": 1744,
  "top_area_share_pct": 56.5,
  "hold_viol_final": 0,
  "syn_area_um2": 2570,
  "cts_hold_buf": 0,
  "yosys-stat-area_um2": 2570,
  "cts_buffers": 5,
  "grt_max_degree": 60,
  "power.density_nw_per_um2": 383,
  "path_clk_slew_ps": 90,
  "yosysTopAreaCell": "dfrtp_1",
  "crit_family": "buffers and inverters",
  "clock_path_buffers": 2,
  "slowest_delay_ps": 510,
  "synth_area_per_cell_um2": 11.0,
  "place_ws_ps": 2200,
  "drtAntennaViolNets": 0,
  "worst_pin_slew_ps": 711,
  "first_iter_violations": 59,
  "dpl.cell_count": 334,
  "yosysUniqueCellTypes": 36,
  "crit_slowest_cell": "clkdlybuf4s50_1",
  "finalSetupTns_ps": 0,
  "core-area_um2": 6060,
  "untimed_endpoints": 18,
  "ir_drop_mv": 0.213,
  "fp_util_pct": 42.4,
  "place_hpwl_mm": 2.92,
  "max_freq_mhz": 476,
  "rows": 28,
  "rsz0062_at_grt": "no",
  "die_y_um": 82.2,
  "wire_per_inst_um": 12.4,
  "clock_skew_ps": 10.3,
  "hold_path.class": "register to register"
}
final cells by class:
class                   instances  area (um^2)  share of cell area (%)
flip-flops and latches         59         1480                    49.4
multi-input cells             171         1080                    36.0
repair buffers                 21          203                    6.78
well taps                      75         93.8                    3.14
clock buffers                   6         72.6                    2.43
clock inverters                 2         37.5                    1.25
inverters                       8         30.0                    1.00
where the power goes:
part	switching [uW]	leakage, uW	internal (uW)
logic	96.0	0.000482	98.7
registers	42.8	0.000747	560
clock network	162	0.0000514	187
cell usage after synthesis (5+ instances only):
| cell | instances |
|---|---|
| nand2_1 | 13 |
| clkbuf_1 | 5 |
| xor2_1 | 6 |
| nand4_1 | 6 |
| and3_1 | 5 |
| xnor2_1 | 15 |
| nor3_1 | 6 |
| o21ai_0 | 8 |
| ha_1 | 10 |
| dfrtp_1 | 58 |
| inv_1 | 8 |
| nor2_1 | 32 |
| a21oi_1 | 6 |
| a22o_1 | 8 |
| nand3_1 | 14 |
final timing paths:
check	slack (ps)	cells after the start	to	from
worst max-delay path	1900	1	ram_rd_clk	ram_rd_clk
max in group asynchronous	2900	2	clk_cnt[10]	sys_rst_n
worst min-delay path	360	0	uart_en_d0	uart_en
worst min register to register	360	0	uart_en_d0	uart_en
min in group asynchronous	620	2	uart_cnt[10]	sys_rst_n
worst max register to register	2220	6	tx_cnt[3]	clk_cnt[0]
per-stage QoR:
step	hold slack [ps]	power, uW
3_3_place_gp	333	809
4_1_cts	363	1170
3_5_place_dp	335	810
2_1_floorplan	331	742
6_report	356	1150
5_1_grt	389	1220
flip-flops by register name (all words and copies together), names as in the netlist:
signal	cells
uart_en_d0	1
ram_rd_clk	1
tx_cnt	4
uart_cnt	16
ram_addr	9
uart_txd	1
tx_data	8
uart_en_d1	1
uart_en	1
clk_cnt	16
tx_flag	1
cells by family after synthesis:
family	after synthesis	share of synthesized area [%]
mux	2	0.828
xor+xnor	21	7.16
other cells	1	0.146
compound gates	38	10.9
flops	59	57.5
simple gates	90	16.7
buf+inv	13	1.90
fa+ha+maj	10	4.87
layer usage:
| metal | track usage [%] | routed length, um |
|---|---|---|
| met1 | 24.4 | 2190 |
| met2 | 20.9 | 1770 |
| met3 | 2.79 | 173 |
| met4 | 3.16 | 109 |
| met5 | 0 | 0 |
layout by cell type (no fill, tap or decap), types with 3 or more instances in the layout:
master / n
or3_1: 3
xnor2_1: 15
ha_1: 10
nor4_1: 4
nor2_1: 32
conb_1: 10
clkbuf_8: 5
nor3_1: 6
a31oi_1: 4
xor2_1: 6
clkdlybuf4s50_1: 19
dfrtp_1: 58
a22o_1: 8
nand2_1: 13
nand4_1: 6
and3_1: 5
nand3_1: 14
a21oi_1: 6
o21ai_0: 8
inv_1: 8
No activity file was given, so power comes from the tool's default toggle rates.
