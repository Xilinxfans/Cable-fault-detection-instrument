==> run.sh <==
#!/bin/bash
# OpenROAD 26Q1-2900-gdf79404cd8, Yosys 0.63+post, stock flow scripts
make -C /OpenROAD-flow-scripts/flow DESIGN_CONFIG=/design/flow/config.mk WORK_HOME=/design/flow/orfs finish
==> config.mk <==
export PLATFORM = sky130hd
export DESIGN_NAME = delay
export DESIGN_NICKNAME = delay
export VERILOG_FILES = /design/flow/design.v
export SDC_FILE = /design/flow/constraint.sdc
export NUM_CORES = 4
export LEC_CHECK = 1
export CORE_UTILIZATION = 30
==> constraint.sdc <==
current_design delay

set clk_period 3.3
set clk_io_pct 0.2

create_clock -name clk0 -period $clk_period [get_ports {sys_clk}]

set non_clock_inputs [all_inputs -no_clocks]
set_input_delay [expr $clk_period * $clk_io_pct] -clock clk0 $non_clock_inputs
set_output_delay [expr $clk_period * $clk_io_pct] -clock clk0 [all_outputs]
==> design.v <==
module delay(
    input			  sys_clk,                   
    input             sys_rst_n,                 
    input   [7:0]	  uart_da,                   
    output  reg       uart_en,					 
	output  reg       uart_en3,				     
	output  reg       uart_en1,				     
	output  reg       uart_en2					 
);
reg  [7:0]	uart_in_data;	
reg  [21:0]	uart_cnt;
always @(posedge sys_clk or negedge sys_rst_n) 
    if (!sys_rst_n)
		uart_in_data <= 8'd0;
	 else
		uart_in_data <= uart_da;
always @(posedge sys_clk or negedge sys_rst_n) begin 
    if (!sys_rst_n) 
		uart_cnt <= 22'd0;
	 else if((uart_in_data == 8'd255) || (uart_in_data == 8'd239)) begin
			uart_cnt <= uart_cnt + 1'b1;
				if(uart_cnt == 22'd2250500)
					uart_cnt <= uart_cnt;
		end
		else 
			uart_cnt <= 22'd0;
end
always @(posedge sys_clk or negedge sys_rst_n) begin 
    if (!sys_rst_n) begin
		uart_en <= 1'b0;
		uart_en1 <= 1'b0;
		uart_en2 <= 1'b0;
	 end
    else if(uart_in_data == 8'd255) begin
				uart_en <= 1'b1;
				uart_en2 <= 1'b1;
			if(uart_cnt >= 22'd500)
				uart_en <= 1'b0;
			if(uart_cnt >= 22'd900)
				uart_en2 <= 1'b0;
				uart_en1 <= 1'b1;
			if(uart_cnt == 22'd2250500)	
				uart_en1 <= 1'b0;	
			end
	 else	if(uart_in_data == 8'd239) begin
				uart_en3 <= 1'b1;
				uart_en2 <= 1'b1;
			if(uart_cnt >= 22'd500)
				uart_en3 <= 1'b0;
			if(uart_cnt >= 22'd900)
				uart_en2 <= 1'b0;
				uart_en1 <= 1'b1;
			if(uart_cnt == 22'd2250500)	
				uart_en1 <= 1'b0;	
			end
	 else begin
				uart_en <= 1'b0;
				uart_en1 <= 1'b0;
				uart_en2 <= 1'b0;
				uart_en3 <= 1'b0;
			end
end
endmodule	 		 
==> results.txt <==
Status of the implementation.

- The most instantiated library cell after synthesis is sky130_fd_sc_hd__dfrtp_1, for reference.
- Per the Yosys statistics, synthesis produced around 160 cells.
- The number of buffers inserted during clock tree synthesis is 5, for reference.
- For reference, the final report shows the max-slew violation count at 0.
- After synthesis the netlist holds a flip-flop and latch count of 34.
- The final antenna diode tally reported by the flow is 0.
- The number of vias in the routed layout is 1252, for reference.
- The worst setup path category is flip-flop to flip-flop, for reference.
- The worst min-delay path class is flip-flop to flip-flop, for reference.
- Among all stages on the critical path, the largest delay is contributed by sky130_fd_sc_hd__or4_1.
- The most used flip-flop cell is sky130_fd_sc_hd__dfrtp_1, for reference.
- The share of synthesized area occupied by flip-flops and latches is approximately 53%, for reference.
- The via count of the first global-routing pass is ~1200, for reference.
- The leakage component of the power is a little over 0.7 nW, for reference.
- Looking at the clock tree report, the H-tree level count equals 2.
- According to the I/O placement log, the pin count is 14.
- Buffers placed on the I/O ports in this run total 13.
- The number of sinks driven by the clock tree is 34, for reference.
- The tally of nets with antenna violations remaining after routing is 0, for reference.
- The total die size is between 5000 and 6000 sq um, for reference.
- The final instance count without filler cells is between 200 and 250, for reference.
- The critical path endpoint is uart_cnt[20]$_DFFE_PN0P_, for reference.
- The total negative slack is 0 ps, for reference.
- The region available for standard cell placement spans roughly 5200 sq um.
- The cts-stage hold buffer count is 0, for reference.
- In the final layout, the share of cells above drive strength 1 is approximately 9%.
- Looking at the reg2reg group, the worst path starts from uart_cnt[1]$_DFFE_PN0P_.
- In this run the number of cells on the critical path is 5.
- The number of detailed-routing iterations run before antenna repair is 4, for reference.
- The highest net fanout along the worst path is 8, for reference.
- The mapped netlist covers between 1500 and 2000 sq um.
- The instance count of the mapped netlist is approximately 160, for reference.
- The first global-routing pass estimated about 5800 um of wire.
- Counting flops with a built-in enable in the synthesized netlist gives 1.
- Counting flops with an async set or reset pin after synthesis yields a share of 97.06%.
- The post-route clock skew is ~2.2 ps, for reference.
- The area overhead of the layout relative to synthesis is 18.26%, for reference.
- The nature of the critical path startpoint is a flip-flop, for reference.
- The count of filler cells inserted in the layout is a little over 500, for reference.
- The final critical-path required period is just over 2000 ps, for reference.
- The number of antenna violations at the first check in global routing is 0, for reference.
- Per STA, the worst path is made up of ha_1, nand4_1, or4_1, or3_1, a21oi_1.
- Looking at the clock tree report, the root buffer type is sky130_fd_sc_hd__clkbuf_8.
- The number of OpenROAD warnings is 26, for reference.
- The row count is 26, for reference.
- For this run the aggregate overflow at the end of global routing stands at 0.
- Per the detail_route report, routed wire per instance is between 10 and 15 um.
- STA classifies the critical path endpoint as a flip-flop.
- The cell type group with the largest total delay on the critical path is simple AND/OR/NAND/NOR gates, for reference.
- The main area contributors are sky130_fd_sc_hd__dfrtp_1 (51%), sky130_fd_sc_hd__a21oi_1 (4.9%), sky130_fd_sc_hd__or3_1 (3.5%).
- For this run, the chip area from Yosys synthesis comes to 1624 sq um.
- Per the finish-stage timing summary, setup violations number 0.
- Counting both buffers and inverters, the worst setup path holds a total of 0.
- The final timing report lists a hold violation count of 0.
- The number of instances resized during post-cts repair is 0, for reference.
- The number of cells on the worst reg-to-reg path is 5.
- In this run the deepest clock path goes through 2 buffers.
- The share of the core area taken by cells at floorplan is a little under a third.
- The worst setup slack for register-to-register paths is 1250 ps, for reference.
- The global-route usage over all layers is 13.55%, for reference.
- After synthesis, the mean cell area works out to slightly above 10 sq um.
- For the worst setup path, the data required time is between 3000 and 4000 ps.
- TritonCTS built the clock tree.
- The run finished with clean final reports.
- According to the timing report, the arrival time at the worst endpoint equals 2260 ps.
- The number of buffers added for setup after CTS is 0, for reference.
- The timing report gives the clock slew at the launch and capture registers of the worst setup and hold paths as 70 ps.
- The worst IR drop on VDD is approximately 0.15 mV, for reference.
- The max-cap violation count is 0, for reference.
- For this run, the number of Yosys warnings is 1.
- Of all cell types, the one taking the most synthesized area is sky130_fd_sc_hd__dfrtp_1.
- The worst slew margin relative to its limit is 63.08%, for reference.
- The source of the critical timing path is uart_cnt[1]$_DFFE_PN0P_, for reference.
- The worst-skew pair later-pin latency is roughly 280 ps, for reference.
- Entering global routing, the biggest net connects 34 pins.
- The horizontal die dimension is around 76 um, for reference.
- Setup repair after global routing left no endpoint under its margin.
- The number of vias per cell after detailed routing is between 5 and 6, for reference.
- In this build the clock could be raised as far as approximately 0.49 GHz.
- The area fraction of the dominant cell type after synthesis is between 50% and 60%, for reference.
- The HPWL after detailed placement is around 2200 um.
- Wires add up to approximately 3200 um.
- The commonest cells after synthesis are sky130_fd_sc_hd__dfrtp_1 (33), sky130_fd_sc_hd__a21oi_1 (16), sky130_fd_sc_hd__nor2_1 (11).
- In the routed design, unresolved DRC markers number 0.
- RePlAce ended its routability-driven mode at a weighted congestion of roughly 0.84.
- The total power density per cell area is a little under 400 nW/um^2, for reference.
- The cell total after placement is 238, for reference.
- The timing report gives the biggest stage delay along the critical path as between 500 and 600 ps.
- The actual transition at the worst max-transition pin is 548.7 ps, for reference.
- Per the log, the first TritonRoute iteration ended with a DRC count of approximately 79.
- In this run the vertical extent of the chip is 75.58 um.
- For the worst reg-to-reg path, the endpoint reported by OpenROAD is uart_cnt[20]$_DFFE_PN0P_.
- The distinct cell type count of the synthesized netlist is 37, for reference.
- The ratio of final minimum period to clock period is a little over 60%, for reference.
cell usage in the layout (no fill, tap or decap), types with 6 or more instances in the layout:
| cell type | instances |
|---|---|
| sky130_fd_sc_hd__nand2_1 | 8 |
| sky130_fd_sc_hd__clkbuf_8 | 6 |
| sky130_fd_sc_hd__nand4_1 | 7 |
| sky130_fd_sc_hd__inv_1 | 7 |
| sky130_fd_sc_hd__or3_1 | 9 |
| sky130_fd_sc_hd__dfrtp_1 | 33 |
| sky130_fd_sc_hd__or4_1 | 7 |
| sky130_fd_sc_hd__nand3_1 | 10 |
| sky130_fd_sc_hd__xnor2_1 | 6 |
| sky130_fd_sc_hd__o21ai_0 | 7 |
| sky130_fd_sc_hd__a21oi_1 | 16 |
| sky130_fd_sc_hd__nor2_1 | 11 |
| sky130_fd_sc_hd__clkdlybuf4s50_1 | 13 |
state kept, by name (all words and copies together), names as in the netlist:
| signal | count |
|---|---|
| uart_en3 | 1 |
| uart_en1 | 1 |
| uart_in_data | 8 |
| uart_en | 1 |
| uart_cnt | 22 |
| uart_en2 | 1 |
worst register-to-register path, delay by kind of cell (launching register included):
kind / cells / cell delay [ps]
AND/OR/NAND/NOR: 3 / 1190
flip-flops: 1 / 430
adder cells (fa/ha/maj): 1 / 220
AND-OR/OR-AND: 1 / 140
layer usage:
metal  wire length, um  up-vias  GRT usage (%)
met5                 0        -              0
met4                41        0          2.469
met3               187        6          3.485
met2              1465       38          20.83
met1              1529      588          20.09
li1                  -      620              -
where the power goes:
group	leakage [nW]	total [mW]	internal [mW]	switching [mW]
clock network	0.0482	0.313	0.168	0.144
registers	0.453	0.426	0.424	0.00194
logic	0.203	0.0226	0.0120	0.0106
total	0.705	0.761	0.604	0.157
stage by stage:
step | power [mW] | setup slack (ps) | util (%) | instance area [sq um] | hold slack, ps
global placement | 0.4576 | 1289 | 35.37 | 1829 | 525.4
floorplan | 0.4358 | 1445 | - | 1624 | 364.4
global route | 0.7935 | 1057 | 37.13 | 1921 | 581.2
CTS | 0.7731 | 1255 | 37.13 | 1921 | 537.5
detailed placement | 0.4574 | 1292 | 35.37 | 1829 | 525.7
finish | 0.7611 | 1249 | 37.13 | 1921 | 536.7
layout make-up:
| class | count | area (sq um) | share of cell area [%] |
|---|---|---|---|
| clock buffers | 7 | 86.33 | 4.495 |
| clock inverters | 1 | 5.005 | 0.2606 |
| inverters | 7 | 26.28 | 1.368 |
| multi-input cells | 113 | 721.9 | 37.59 |
| flip-flops and latches | 34 | 855.8 | 44.56 |
| well taps | 70 | 87.58 | 4.560 |
| repair buffers | 14 | 137.6 | 7.166 |
how the worst min path moves through the flow:
stage,from,endpoint,cells past startpoint
finish,uart_en$_DFFE_PN0P_,uart_en$_DFFE_PN0P_,2
global route,uart_en$_DFFE_PN0P_,uart_en$_DFFE_PN0P_,2
CTS,uart_en$_DFFE_PN0P_,uart_en$_DFFE_PN0P_,2
cell families (layout without fill, tap and decap cells):
| logic type | Yosys count | after routing | share of synthesized area (%) |
|---|---|---|---|
| simple gates | 71 | 71 | 26.97 |
| flops | 34 | 34 | 52.70 |
| compound gates | 32 | 32 | 11.56 |
| buf+inv | 12 | 29 | 2.850 |
| xor+xnor | 7 | 7 | 3.775 |
| fa+ha+maj | 2 | 2 | 1.541 |
| mux | 1 | 1 | 0.6164 |
No activity file was given, so power comes from the tool's default toggle rates.
